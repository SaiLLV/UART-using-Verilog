==> design/flow/design.v <==
`timescale 1ns / 1ps
module UART_protocal(input clk,
                     input start,
                     input [7:0] txin,
                     output reg tx, 
                     input rx,
                     output [7:0] rxout,
                     output rxdone, txdone);
parameter clk_value = 100_000;
parameter baud = 9600;
parameter wait_count = clk_value / baud;
reg bitDone = 0;
integer count = 0;
parameter idle = 0, send = 1, check = 2;
reg [1:0] state = idle;
always@(posedge clk)
 begin
  if(state == idle)
    begin 
    count <= 0;
    end
  else begin
    if(count == wait_count)
       begin
        bitDone <= 1'b1;
        count   <= 0;  
       end
    else
       begin
       count   <= count + 1;
       bitDone <= 1'b0;  
      end    
  end
  end
 reg [9:0] txData; 
 integer bitIndex = 0;  
 reg [9:0] shifttx = 0;
 always@(posedge clk)
 begin
 case(state)
 idle : 
     begin
           tx       <= 1'b1;
           txData   <= 0;
           bitIndex <= 0;
           shifttx  <= 0;
            if(start == 1'b1)
              begin
                txData <= {1'b1,txin,1'b0};
                state  <= send;
              end
            else
              begin           
               state <= idle;
              end
     end
  send: begin
           tx       <= txData[bitIndex];
           state    <= check;
           shifttx  <= {txData[bitIndex], shifttx[9:1]};
  end 
  check: 
  begin
               if(bitIndex <= 9)  
                  begin
                    if(bitDone == 1'b1)
                     begin
                     state <= send;
                     bitIndex <= bitIndex + 1;
                     end
                 end
                else
                begin
                state <= idle;
                bitIndex <= 0;
                end
            end
 default: state <= idle;
 endcase
 end
assign txdone = (bitIndex == 9 && bitDone == 1'b1) ? 1'b1 : 1'b0;
 integer rcount = 0;
 integer rindex = 0;
 parameter ridle = 0, rwait = 1, recv = 2, rcheck = 3;
 reg [1:0] rstate;
 reg [9:0] rxdata;
 always@(posedge clk)
 begin
 case(rstate)
 ridle : 
     begin
      rxdata <= 0;
      rindex <= 0;
      rcount <= 0;
         if(rx == 1'b0)
          begin
           rstate <= rwait;
          end
         else
           begin
           rstate <= ridle;
           end
     end
rwait : 
begin
      if(rcount < wait_count / 2)
         begin
          rcount <= rcount + 1;
          rstate <= rwait;
         end
     else
       begin
          rcount <= 0;
          rstate <= recv;
          rxdata <= {rx,rxdata[9:1]}; 
       end
end
recv : 
begin
     if(rindex <= 9) 
      begin
      if(bitDone == 1'b1) 
        begin
        rindex <= rindex + 1;
        rstate <= rwait;
        end
      end
      else
        begin
        rstate <= ridle;
        rindex <= 0;
        end
end
default : rstate <= ridle;
 endcase
 end
assign rxout = rxdata[8:1]; 
assign rxdone = (rindex == 9 && bitDone == 1'b1) ? 1'b1 : 1'b0;
endmodule
==> design/flow/run.sh <==
#!/bin/bash
# OpenROAD 26Q1-2900-gdf79404cd8, Yosys 0.63+post, stock flow scripts
make -C /OpenROAD-flow-scripts/flow DESIGN_CONFIG=/design/flow/config.mk WORK_HOME=/design/flow/orfs finish
==> design/flow/config.mk <==
export PLATFORM = sky130hd
export DESIGN_NAME = UART_protocal
export DESIGN_NICKNAME = UART_protocal
export VERILOG_FILES = /design/flow/design.v
export SDC_FILE = /design/flow/constraint.sdc
export NUM_CORES = 4
export LEC_CHECK = 1
export CORE_UTILIZATION = 30
==> design/flow/constraint.sdc <==
current_design UART_protocal

set clk_period 5.2
set clk_io_pct 0.2

create_clock -name clk0 -period $clk_period [get_ports {clk}]

set non_clock_inputs [all_inputs -no_clocks]
set_input_delay [expr $clk_period * $clk_io_pct] -clock clk0 $non_clock_inputs
set_output_delay [expr $clk_period * $clk_io_pct] -clock clk0 [all_outputs]
==> Changelog: implementation <==
## Flow update

* Ys flops at between 150 and 200
* # hold bufs at CTS at 0
* Final Wtd Congestion at a little over 0.8
* Vias in the first global route at 5284
* Wire per inst at 12.8 um
* CP Cell Sequence: nor4_1 > nand4_1 > nor3_1 > clkdlybuf4s50_1
* Pwr dens at 499 mW/mm2
* Final Cycle Share at 0.631
* CTS Buf Count at 17
* Slowest cell on crit path: clkdlybuf4s50_1
* Seq pwr share at 0.514
* Area share, top type at 0.455
* Top cells by count: 142 x nor2_1, 120 x edfxtp_1, 73 x xor2_1, 48 x nand3_1, 44 x nand4_1
* WHS Path Cells at 1
* FF-to-FF path depth at 6
* RSZ-0062 raised after global routing: no
* Area of placed instances at 0.00850 mm2
* Switching pwr at 1500 uW
* Avg Cell Area, Syn at 10.3 um2
* Area grow syn2layout at 14.8%
* Critical path's top delay family: simple AND/OR/NAND/NOR gates
* VDD IR max at 229 uV
* Die area at 0.0270 mm2
* Worst setup SP type: flip-flop
* Slew headroom at 0.429
* F_max at 0.305 GHz
* Cells in synth_stat.txt at 767
* Layout cells sized above 1 at 0.0701
* Worst-path fanout max at 6
* WP buf/inv at 1
* Post-CTS sizing at 0
* Total Power at 4540 uW
* Root Buffer: clkbuf_16
* Yosys cell types at slightly below 50
* Post-route cell area at 0.00909 mm2
* Critical path required time at 4.16 ns
* Chip width at between 150 and 200 um
* Worst slew pin tran at 0.856 ns
* IO buf count at 21
* Insertion delay at the late pin of the worst-skew pair at 0.42 ns
* Post-synth EDFFs at 120
* Antenna cells at 0
* Leakage at ~0.003 uW
* Clock power frac at 0.272
* Critical Path AT at ~2.2 ns
* Pint at 3040 uW
* Post-DP HPWL at 9400 um
* DR vias/cell at 4.84
* Iteration-0 DRC Markers at 319
* GRT Total Usage at 0.118
* Log Warnings at 31
* H-Tree Depth at 4
* Drt pass-1 iters at 20
* Total setup buffers inserted after CTS at 0
* Stages on worst setup path at 4
* Total routed wirelength at 14500 um
* Antenna Nets Post-Route at 0
* Seq share, synth at 0.536
* Clk slew on worst S/H paths at ~0.060 ns
* Initial antenna violation count at 0
* Max Cap Viol at 0
* Fin. Hold Viols at 0
* Slew Limit Fails at 0
* Critical path class: reg2out
* Status: complete, no violations
* DRC at 0
* Die y size at about 160 um
* CTS tree: yes
* First-pass GRT wire length at 25200 um
* Most common reg cell: edfxtp_1
* Skew final at 0.00832 ns
* Largest net degree at the start of global routing at 33
* Post-synth top area cell: edfxtp_1
* Via count at 5488
* Type of the tightest min-delay check: reg2reg
* Ys async rst share at 0
* Synthesis area per yosys at 0.00792 mm2
* CTS sink count at 152
* Overflow after GRT at 0
* Sw frac at 0.330
* Post-Syn Area at 0.00792 mm2
* Crit path time final at 3.28 ns
* Worst Setup End Kind: primary output
* # rows at 59
* Synth Warn # at 1
* Clock Path Buffers at 2
* IO Pins at 22
* Synth top cell by count: nor2_1
* Combinational share of power at 0.214
* Top cells, area: edfxtp_1 46%, dfxtp_1 8.1%, xor2_1 8.1%, nor2_1 6.7%, xnor2_1 4.4%
* Core Area at 0.0260 mm2
* Fp_density at 0.305
* Setup-failing EPs final at 0
* Cell count after synthesis at 767
* Final setup TNS at 0 ns
* Crit-path max cell delay at approximately 0.52 ns
[routing by layer]
layer / share of wire / wire length [um] / up-vias / GRT usage
met4: 0.017 / 250 / 0 / 0.0188
met2: 0.46 / 6650 / 88 / 0.179
met3: 0.032 / 459 / 16 / 0.0207
li1: - / - / 2781 / -
met1: 0.49 / 7180 / 2603 / 0.187
met5: 0 / 0 / - / 0
[final cells by class]
cell class,instances,area (um2)
clock inverters,13,154
fillers,2541,16900
well taps,335,419
flip-flops and latches,152,4240
inverters,21,78.8
multi-input cells,558,3440
clock buffers,19,433
repair buffers,36,323
[layout by cell type, fill, tap and decap left out, types with 6 or more instances in the layout]
| cell type | instances |
|---|---|
| and4_1 | 6 |
| nand2_1 | 41 |
| inv_1 | 21 |
| edfxtp_1 | 120 |
| nor3_1 | 20 |
| xnor2_1 | 40 |
| dfxtp_1 | 32 |
| clkbuf_16 | 17 |
| clkdlybuf4s50_1 | 21 |
| buf_4 | 15 |
| and2_1 | 23 |
| nor2_1 | 142 |
| nand3_1 | 48 |
| a21oi_1 | 8 |
| ha_1 | 10 |
| xor2_1 | 73 |
| nor4_1 | 30 |
| and3_1 | 21 |
| nand4_1 | 44 |
[worst reg2reg max path: cells and delay by family, from the launching register on]
| kind | cells | cell delay [ns] |
|---|---|---|
| and+or+nand+nor | 3 | 1.00 |
| DFF | 1 | 0.47 |
| buffers and inverters | 1 | 0.36 |
| AOI/OAI and AO/OA | 2 | 0.79 |
[path summary, 6_finish.rpt]
| check | from | endpoint | slack (ns) |
|---|---|---|---|
| max | bitIndex[14]$_SDFFCE_PN0P_ | txdone | 1.92 |
| min | count[0]$_SDFF_PP0_ | count[0]$_SDFF_PP0_ | 0.50 |
| max reg2reg | bitIndex[14]$_SDFFCE_PN0P_ | bitIndex[30]$_SDFFCE_PN0P_ | 2.42 |
| min reg2reg | count[0]$_SDFF_PP0_ | count[0]$_SDFF_PP0_ | 0.50 |
[sequential cells by signal, indices dropped and copies added, names as in the netlist]
name / count
count: 32
rstate: 2
rcount: 32
rindex: 32
state: 2
tx: 1
txData: 9
bitDone: 1
bitIndex: 32
rxdata: 9
[kinds of logic (layout without fill, tap and decap cells)]
logic type               Yosys count  after routing  synth area share
buffers and inverters             57             89            0.0345
adder cells (fa/ha/maj)           10             10            0.0158
AND/OR/NAND/NOR                  405            405             0.261
multiplexers                       3              3           0.00553
XOR/XNOR                         113            113             0.125
flip-flops                       152            152             0.536
AND-OR/OR-AND                     27             27            0.0215
[power by group through the flow]
stage | sequential, uW | combinational (uW) | clock (uW)
global route | 2430 | 1100 | 1320
finish | 2330 | 969 | 1240
CTS | 2340 | 990 | 1270
[stage by stage]
step                      hold WS, ns  std cells  utilization  worst slack (ns)
final                           0.496       1134        0.350              1.92
after global routing            0.541       1134        0.350              1.74
after CTS                       0.500       1134        0.350              1.85
after detailed placement        0.486       1102        0.327              2.32
after global placement          0.474       1102        0.327              2.30
after floorplan                 0.453        767            -              2.03
No activity file was given, so power comes from the tool's default toggle rates.
